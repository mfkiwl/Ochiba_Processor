`design.v`:
```
module addrselect #(parameter WIDTH = 32) 
(	input [31:0] adr,
	input [31:0] mmemdata,mmemdatah,dmemdata,
	output menable,denable,
	output [31:0]memdata);
	wire s,h;
	wire [31:0]selmmemdata;
	assign s = (adr[31:0] == 32'b111111111111111111111111111xxxxx);
	assign h = (adr[31] == 1);
	assign denable = s ? 1'b1 : 1'b0; 
	assign menable = s ? 1'b0 : 1'b1; 
	assign selmmemdata = h ? mmemdatah : mmemdata; 
	assign memdata = s ? dmemdata : selmmemdata; 
endmodule
module gpio(input [31:0]adr,data,
            input clk,wenable,
            output [7:0]gpio);
         reg [31:0]register;
			initial begin
			register <= 32'h0000_0000;
			end
        always @(posedge clk) begin
            if(adr == 32'hFFFFFF00 && wenable == 1'b1) register <= data;
         end   
         assign gpio[7:0] = register[7:0];
endmodule
```
`run.sh`:
```
#!/bin/bash
# OpenROAD 26Q1-2900-gdf79404cd8, Yosys 0.63+post, stock flow scripts
make -C /OpenROAD-flow-scripts/flow DESIGN_CONFIG=/design/flow/config.mk WORK_HOME=/design/flow/orfs finish
```
`config.mk`:
```
export PLATFORM = sky130hd
export DESIGN_NAME = addrselect
export DESIGN_NICKNAME = addrselect
export VERILOG_FILES = /design/flow/design.v
export SDC_FILE = /design/flow/constraint.sdc
export NUM_CORES = 4
export LEC_CHECK = 1
export CORE_AREA = 10 10 86 86
export DIE_AREA = 0 0 96 96
```
`constraint.sdc`:
```
current_design addrselect

set clk_period 5.4
set clk_io_pct 0.2

create_clock -name clk0 -period $clk_period

set non_clock_inputs [all_inputs -no_clocks]
set_input_delay [expr $clk_period * $clk_io_pct] -clock clk0 $non_clock_inputs
set_output_delay [expr $clk_period * $clk_io_pct] -clock clk0 [all_outputs]
```
==> qor.yml <==
die:
  fp_util: 0.171
  dieHeight_um: 96
  io_pins: 162
  core_um2: 5540
  num_rows: 27
  die_w_um: 96
  die_area_um2: 9220
yosys:
  synthTopCellsByArea: "mux2_4 44%, mux2_2 43%, nand4_1 4.0%"
  yosys_area_um2: 948
  ys_cells: 82
  yosysUniqueCellTypes: 11
  postSynthSeqShare: 0
  syn_area_per_cell_um2: 11.6
  top_cell: "mux2_2"
  syn_inst: 82
  syn_area_um2: 948
  top_cells_by_count: "36 x mux2_2, 28 x mux2_4, 6 x nand4_1"
  largest_area_cell: "mux2_4"
  synth_warnings: 0
  yosys.area.top_type_share: 0.443
placement:
  gp_congestion: 0.762
  port_buffers: 157
  dp_hpwl_um: 4610
pwr:
  p_leak_nw: 1.06
  peakVddDrop_mv: 0.0299
  pwr-share-comb: 1.000
  power.share.sequential: 0
  p_int_uw: 146
  p_clk_frac: 0
  p_sw_frac: 0.165
  p_switching_uw: 28.7
  power_density_nw_per_um2: 67.4
route:
  drt_iter0_drc: 19
  antenna_cells: 0
  drtPass1Iterations: 2
  viasPerCell: 4.09
  drc_errors: 0
  ant_nets: 0
  avgRoutedWirePerCell_um: 16.6
  vias: 1253
  wirelength_um: 5080
setup_path:
  path_max_fanout: 18
  critPathLaunchType: "primary input"
  worstPathArrival_ns: 3.43
  endpoint_kind: "output port"
  crit_path_end: "memdata[13]"
  worstSetupPathType: "primary input to output port"
  worstPathRequired_ns: 4.32
  startpoint: "adr[31]"
run_status:
  run_status: "complete, no violations"
sta:
  finalHoldViolCount: 0
  period_needed_ns: 4.51
  tightest_slew_ns: 0.572
  fin_hold_ws_ns: 3.19
  tns_ns: 0
  drv_slew: 0
  rsz0062_at_grt: "no"
  setup_violations: 0
  min_period_over_period: 0.835
  relSlewSlack: 0.617
  timing.fmax_ghz: 0.222
job:
  maxCapViolations: 0
  warning_count: 37
clocking:
  cts_setup_buffers: 0
  cts_hold_buf: 0
  cts_resized: 0
worst_hold_path:
  hold_start: "dmemdata[19]"
  hp-class: "primary input to output port"
final_layout:
  regArea_um2: 0
  drive_gt1_frac: 0.291
  synthToLayoutAreaGrowth_pct: 173
  nClkBuffers: 0
  seq_cells: 0
  n_fill_cell: 546
grt:
  track_usage: 0.102
  grt_pass1_vias: 1361
  grt_max_degree: 33
  grt_overflow: 0
  grt_pass1_wl_um: 7480
  antenna_found_initial: 0
[worst min path at each step]
stage                          to  slack (ns)  cells past startpoint
after CTS             memdata[19]        3.20                      3
after global routing  memdata[15]        3.20                      3
final                 memdata[19]        3.19                      3
[logic make-up after synthesis]
family	after synthesis	share of synthesized area
mux	64	0.871
simple gates	10	0.0699
buf+inv	8	0.0594
[worst max-delay path, stage by stage]
cell	delay, ns
clkdlybuf4s50_1	0.48
nand4_1	0.12
nor4_2	0.31
nand2_2	0.39
buf_12	0.31
mux2_4	0.30
clkdlybuf4s50_1	0.43
[power groups by stage]
stage,Sequential (mW),Clock [mW],Combinational [mW]
final,0,0,0.174
after global routing,0,0,0.188
after CTS,0,0,0.178
[layer usage]
layer / up-vias / wire length [um] / part of all wire / global-route usage
li1: 623 / - / - / -
met1: 542 / 1760 / 0.35 / 0.107
met2: 88 / 2460 / 0.48 / 0.183
met3: 0 / 865 / 0.17 / 0.0621
met4: 0 / 0 / 0 / 0
met5: - / 0 / 0 / 0
[through the flow]
stage	instances	power (mW)	setup WS (ns)	area, um^2	util
final	306	0.174	0.890	2580	0.467
after global routing	306	0.188	0.685	2580	0.467
after CTS	306	0.178	0.829	2580	0.467
after detailed placement	306	0.177	0.834	2580	0.467
after global placement	306	0.176	0.827	2580	0.467
after floorplan	82	0.0476	2.14	948	-
[layout make-up]
type	instances	area, um^2	area share
timing repair buffer	159	1600	0.619
multi-input combinational	74	892	0.345
tap	72	90.1	0.0348
inverter	1	3.75	0.00145
[cell usage in the layout (no fill, tap or decap)]
master / synthesis / final
mux2_4: 28 / 28
nand3_1: 1 / 1
nor4_2: 1 / 1
clkdlybuf4s50_1: 0 / 157
inv_1: 1 / 1
buf_4: 1 / 1
buf_12: 0 / 1
mux2_2: 36 / 36
nand4_1: 6 / 6
nand2_2: 1 / 1
nor3_1: 1 / 1
Power is estimated from default activity; no workload was simulated.
