==> flow/design.v <==
module Ochiba_RV32IM_dp #(parameter WIDTH = 32)
						(input 			clk,reset,
						 input [WIDTH-1:0]	instrmemdata,
						 input [WIDTH-1:0]	dmemrdata,
						 output[WIDTH-1:0]	instraddress,
						 output[WIDTH-1:0]	dmemaddr,
						 output[WIDTH-1:0]	dmemwdata,
						 output              wenable,
						 output[11:0]			csraddr,
						 output[WIDTH-1:0]	csroutputdata,
						 input[WIDTH-1:0]		csrreaddata,
						 output              csrwe,
						 input              IFREGclear,IDREGclear,RFREGclear,ExREGclear,MAREGclear,WBREGclear,IFREGstall,IDREGstall,RFREGstall,ExREGstall,MAREGstall,
						 output          Exnow,branch);
	wire	[4:0]		    REGDrs1,REGDrs2,REGDrd,REGRrd,ra1,ra2,REGArd,REGMrd,regaddr;
	wire	[31:0]	    imm,branchimm,storeimm,jimm,luiimm,csrimm;
	wire [WIDTH-1:0]   pc, nextpc,dnextpc, md, rd1, rd2, wd, a, src1, src2, aluresult,
                      aluout, constx4,pcbranch,lcmemdata,REGFfetchdata,REGFpc,REGDimm,REGDjimm,REGDbranchimm,REGDstoreimm,REGDluiimm,REGDcsrimm,
							 REGDpc,REGRalua,REGRalub,REGRbranchimm,REGRpc,REGRreg1data,REGRreg2data,regwd,REGAaluresult,REGAbranchimm,REGApc,REGAreg2data,
							 REGMaluresult,REGMbranchimm,REGMpc,REGMreg1data,REGMreg2data,REGMdmemdata,REGMcsrrdata;
	wire              REGDiord,REGRiord,REGAiord,regwe,REGDalusel,REGRalusel,REGDregwrite,REGDwenable,REGDcsrrw,REGRregwrite,REGRwenable,REGRcsrrw,REGAwenable,REGAregwrite,REGAcsrrw,REGAzero,REGMregwrite,REGMzero,pcwrcntl;
	wire  [1:0]        REGDregfwda,REGDregfwdb,REGRregfwda,REGRregfwdb,REGDalusrca,REGDmem2reg,REGDpcsource,REGRmem2reg,REGRpcsource,REGAmem2reg,
	                   REGApcsource,REGMmem2reg,REGMpcsource;
	wire  [2:0]        REGDllcntl,REGDslcntl,REGRllcntl,REGRslcntl,REGAllcntl,REGAslcntl;
	wire	[1:0]			REGDbranchcntl,REGRbranchcntl,REGAbranchcntl,REGMbranchcntl;
	wire  [3:0]        REGDalusrcb,REGDalucont,REGRalucont;
	wire  [11:0]       REGDcsraddr,REGRcsraddr,REGAcsraddr;
	assign branch = pcwrcntl;
	FETCH          IF(clk,reset,IFREGclear,pcbranch,pcwrcntl,instraddress,instrmemdata,REGFfetchdata,REGFpc,IFREGstall);
	DECODE         ID(clk,reset,IDREGclear,REGFfetchdata,REGFpc,
	               REGDrs1,REGDrs2,REGDrd,REGDimm,REGDjimm,REGDbranchimm,REGDstoreimm,REGDluiimm,REGDcsrimm,REGDpc,REGDregfwda,REGDregfwdb,REGDalusrca,
                  REGDalusrcb,REGDmem2reg,REGDalucont,REGDpcsource,REGDiord,REGDllcntl,REGDslcntl,REGDalusel,REGDbranchcntl,REGDregwrite,REGDwenable,REGDcsrrw,REGDcsraddr,IDREGstall);
   REGISTERFILE   RF(clk,RFREGclear,REGDrs1,REGDrs2,REGDrd,REGDimm,REGDjimm,REGDbranchimm,REGDstoreimm,REGDluiimm,REGDcsrimm,REGDpc,REGDregfwda,REGDregfwdb,REGDalusrca,REGDalusrcb,
					   REGDmem2reg,REGDalucont,REGDpcsource,REGDiord,REGDllcntl,REGDslcntl,REGDalusel,REGDbranchcntl,REGDregwrite,REGDwenable,REGDcsrrw,REGDcsraddr,REGRrd,REGRalua,REGRalub,REGRbranchimm,REGRpc,REGRreg2data,
					   REGRregfwda,REGRregfwdb,REGRmem2reg,REGRalucont,REGRpcsource,REGRllcntl,REGRslcntl,REGRalusel,REGRbranchcntl,REGRregwrite,REGRiord,REGRwenable,REGRcsrrw,REGRcsraddr,ra1,ra2,rd1,rd2,RFREGstall);
	ALU            Ex(clk,reset,ExREGclear,REGRrd,REGRalua,REGRalub,REGRbranchimm,REGRpc, REGRreg2data,REGRregfwda,REGRregfwdb,REGRmem2reg,REGRalucont,REGRpcsource,REGRllcntl,REGRslcntl,REGRalusel,REGRbranchcntl,REGRregwrite,REGRiord,REGRwenable,REGRcsrrw,
				      REGRcsraddr,REGArd,REGAaluresult,REGAbranchimm,REGApc,REGAreg2data,REGAmem2reg,REGApcsource,REGAllcntl,REGAslcntl,REGAbranchcntl,REGAregwrite,REGAiord,REGAwenable,REGAcsrrw,REGAzero,REGAcsraddr,ExREGstall,Exnow);
   MEMORYACCESS   MA(clk,MAREGclear,REGArd,REGAaluresult,REGAbranchimm,REGApc,REGAreg2data,REGAmem2reg,REGApcsource,REGAllcntl,REGAslcntl,REGAbranchcntl,REGAregwrite,REGAiord,REGAwenable,REGAcsrrw,REGAzero,REGAcsraddr,REGMrd,
				      REGMaluresult,REGMbranchimm,REGMpc,REGMmem2reg,REGMpcsource,REGMbranchcntl,REGMregwrite,REGMzero,REGMdmemdata,REGMcsrrdata,dmemaddr,dmemwdata,dmemrdata,wenable,csrreaddata,csroutputdata,csraddr,csrwe,MAREGstall);
	WRITEBACK      WB(REGMrd,REGMaluresult,REGMbranchimm,REGMpc,REGMmem2reg,REGMpcsource,REGMbranchcntl,REGMregwrite,REGMzero,
				      REGMdmemdata,REGMcsrrdata,regaddr,regwd,regwe,pcbranch,pcwrcntl);
	regfile 		REGISTER(clk,regwe,ra1,ra2,regaddr,regwd,rd1,rd2);
endmodule
module aluplus	#(parameter WIDTH = 32)
					(input	[WIDTH-1:0]a,b,
					output	[WIDTH-1:0]result);
			assign result = a + b;
endmodule
module regfile #(parameter WIDTH = 32)	 
						(input					clk,regwrite,
						input		[4:0]			ra1,ra2,rd,
						input		[WIDTH-1:0] wd,
						output	[WIDTH-1:0]	rd1,rd2);
		reg	[WIDTH-1:0]REG[31:0];
		initial begin
		REG[1] = 32'b0;
		REG[2] = 32'b0;
		REG[3] = 32'b0;
		REG[4] = 32'b0;
		REG[5] = 32'b0;
		REG[6] = 32'b0;
		REG[7] = 32'b0;
		REG[8] = 32'b0;
		REG[9] = 32'b0;
		REG[10] = 32'b0;
		REG[11] = 32'b0;
		REG[12] = 32'b0;
		REG[13] = 32'b0;
		REG[14] = 32'b0;
		REG[15] = 32'b0;
		REG[16] = 32'b0;
		REG[17] = 32'b0;
		REG[18] = 32'b0;
		REG[19] = 32'b0;
		REG[20] = 32'b0;
		REG[21] = 32'b0;
		REG[22] = 32'b0;
		REG[23] = 32'b0;
		REG[24] = 32'b0;
		REG[25] = 32'b0;
		REG[26] = 32'b0;
		REG[27] = 32'b0;
		REG[28] = 32'b0;
		REG[29] = 32'b0;
		REG[30] = 32'b0;
		REG[31] = 32'b0;
		end
		wire [31:0] REG0,REG1,REG2,REG3,REG4,REG5,REG6,REG7,REG8,REG9,REGa,REGb,REGc,REGd,REGe,REGf,REG10,REG11,REG12,REG13,REG14,REG15;
		assign	REG0	= REG[0];
		assign	REG1	= REG[1];
		assign	REG2	= REG[2];
		assign	REG3	= REG[3];
		assign	REG4	= REG[4];
		assign	REG5	= REG[5];
		assign	REG6	= REG[6];
		assign	REG7	= REG[7];
		assign	REG8	= REG[8];
		assign	REG9	= REG[9];
		assign	REGa	= REG[10];
		assign	REGb	= REG[11];
		assign	REGc	= REG[12];
		assign	REGd	= REG[13];
		assign	REGe	= REG[14];
		assign	REGf	= REG[15];
		assign	REG10	= REG[16];
		assign	REG11	= REG[17];
		assign	REG12	= REG[18];
		assign	REG13	= REG[19];
		assign	REG14	= REG[20];
		assign	REG15 = REG[21];
		always @(posedge clk)
			if(regwrite) REG[rd] <= wd;	
		assign rd1 = ra1	?	REG[ra1] :	0;	 
		assign rd2 = ra2	?	REG[ra2]	:	0;
endmodule
module	zero	#(parameter WIDTH=32)
					(input	[WIDTH-1:0]	data,
					output				zero);
			assign zero = (data == 32'b0);
endmodule
module	widthcntl	#(parameter WIDTH = 32)
						(input	[WIDTH-1:0]	indata,
						input		[2:0]			length,
						output 	[WIDTH-1:0]	outdata);
	assign outdata = width(indata,length);
   function [31:0]width;
	   input [31:0]indata;
	   input [2:0]length;
			begin
				case(length)
				3'b000:width			=	indata;	 
				3'b001:begin							 
							width[15:0]	=	indata[15:0];
							width[31:16]	=	16'b0;
						end
				3'b010:begin							 
							width[7:0]	=	indata[7:0];
							width[31:8]	=	24'b0;
						end
				3'b011:begin							 
							width[15:0]	=	indata[15:0];
							if(indata[15] == 1)width[31:16]	=	16'hffff;
							else width[31:16]	=	16'b0;
						end
				3'b100:begin							 
							width[7:0]	=	indata[7:0];
							if(indata[7] == 1)width[31:8]	=	24'hffffff;
							else width[31:8]	=	24'b0;
						end
				default:	width		=	indata;	
				endcase
			end
   endfunction
endmodule
module ff	#(parameter WIDTH = 32)
				(input				clk,
				input			[WIDTH-1:0]	indata,
				output reg	[WIDTH-1:0]	outdata);
			always @(posedge clk)
				outdata <= indata;
endmodule	
module ffr	#(parameter WIDTH = 32)
				(input				clk,reset,stall,
				input			[WIDTH-1:0]	indata,
				output reg	[WIDTH-1:0]	outdata);
			initial begin
			outdata <= 32'b0;
			end
            wire [WIDTH-1:0] ffwrdata;
           assign ffwrdata = stall ? outdata : indata;
			always @(posedge clk)
			if			(reset)	outdata <= 32'b0;
			else		 outdata <= ffwrdata;	
endmodule
module ffr1	(input				clk,reset,stall,
				input			indata,
				output reg	outdata);
			initial begin
			outdata <= 1'b0;
			end
                 wire   ffwrdata;
                     assign ffwrdata = stall ? outdata : indata;
                      always @(posedge clk)
                      if            (reset)    outdata <= 1'b0;
                      else         outdata <= ffwrdata;    
endmodule
module ffr2	(input				clk,reset,stall,
				input			[1:0]	indata,
				output reg	[1:0]	outdata);
			initial begin
			outdata <= 2'b0;
			end
                    wire [1:0] ffwrdata;
                     assign ffwrdata = stall ? outdata : indata;
                      always @(posedge clk)
                      if            (reset)    outdata <= 2'b0;
                      else         outdata <= ffwrdata;    
endmodule
module ffr3	(input				clk,reset,stall,
				input			[2:0]	indata,
				output reg	[2:0]	outdata);
			initial begin
			outdata <= 3'b0;
			end
                    wire [2:0] ffwrdata;
                     assign ffwrdata = stall ? outdata : indata;
                      always @(posedge clk)
                      if            (reset)    outdata <= 3'b0;
                      else         outdata <= ffwrdata;    
endmodule
module ffr4	(input		clk,reset,stall,
				input			[3:0]	indata,
				output reg	[3:0]	outdata);
			initial begin
			outdata <= 3'b0;
			end
			  wire [3:0] ffwrdata;
                     assign ffwrdata = stall ? outdata : indata;
                      always @(posedge clk)
                      if            (reset)    outdata <= 4'b0;
                      else         outdata <= ffwrdata;    
endmodule
module ffr5	(input				clk,reset,stall,
				input			[4:0]	indata,
				output reg	[4:0]	outdata);
			initial begin
			outdata <= 5'b0;
			end
                     wire [4:0] ffwrdata;
                     assign ffwrdata = stall ? outdata : indata;
                      always @(posedge clk)
                      if            (reset)    outdata <= 5'b0;
                      else         outdata <= ffwrdata;    
endmodule
module ffr7	(input				clk,reset,stall,
				input			[6:0]	indata,
				output reg	[6:0]	outdata);
			initial begin
			outdata <= 7'b0;
			end
                     wire [6:0] ffwrdata;
                     assign ffwrdata = stall ? outdata : indata;
                      always @(posedge clk)
                      if            (reset)    outdata <= 7'b0;
                      else         outdata <= ffwrdata;    
endmodule
module ffr12	(input				clk,reset,stall,
				input			[11:0]	indata,
				output reg	[11:0]	outdata);
			initial begin
			outdata <= 12'b0;
			end
                     wire [11:0] ffwrdata;
                     assign ffwrdata = stall ? outdata : indata;
                      always @(posedge clk)
                      if            (reset)    outdata <= 12'b0;
                      else         outdata <= ffwrdata;    
endmodule
module ffrpc	#(parameter WIDTH = 32)
				(input				clk,reset,
				input			[WIDTH-1:0]	indata,
				output reg	[WIDTH-1:0]	outdata);
			initial begin
			outdata <= 32'h0000_0000;
			end
			always @(posedge clk)
			if			(reset)	outdata <= 32'b0;
			else		 outdata <= indata;	
endmodule
module ffenable #(parameter WIDTH = 32)	 
						(input				clk,enable,
						input			[WIDTH-1:0]	indata,
						output reg	[WIDTH-1:0]	outdata);
			always @(posedge clk)
				if(enable) outdata <= indata;
endmodule									
module ffenabler #(parameter WIDTH = 32)	 
						(input				clk,reset,enable,
						input			[WIDTH-1:0]	indata,
						output reg	[WIDTH-1:0]	outdata);
			always @(posedge clk)
				if			(reset)	outdata <= 0;
				else if	(enable)	outdata <= indata;
endmodule	
module mux2	#(parameter WIDTH = 32)  
				(input	[WIDTH-1:0]	data0,data1,
				input						seldata,
				output	[WIDTH-1:0]	outdata);
	assign outdata = seldata ? data1 : data0;
endmodule
module mux4	#(parameter WIDTH = 32)  
				(input		[WIDTH-1:0]	data0,data1,data2,data3,
				input			[1:0]			seldata,
				output 	[WIDTH-1:0]	outdata);
	assign outdata = mux4f(data0,data1,data2,data3,seldata);
	function [31:0]mux4f;
		input [31:0]data0,data1,data2,data3;
		input			[1:0]			seldata;
		begin
		case (seldata)
			2'b00: mux4f	= data0;
			2'b01: mux4f	= data1;
			2'b10: mux4f	= data2;
			2'b11: mux4f	= data3;
		endcase
		end
	endfunction
endmodule
module mux8	#(parameter WIDTH = 32)  
				(input		[WIDTH-1:0]	data0,data1,data2,data3,data4,data5,data6,data7,
				input			[2:0]			seldata,
				output 	[WIDTH-1:0]	outdata);
	assign outdata = mux8f(data0,data1,data2,data3,data4,data5,data6,data7,seldata);
	function [31:0]mux8f;
		input [31:0]data0;
		input [31:0]data1;
		input [31:0]data2;
		input [31:0]data3;
		input [31:0]data4;
		input [31:0]data5;
		input [31:0]data6;
		input [31:0]data7;
		input	[2:0]	seldata;
		begin
		case (seldata)
			3'b000: mux8f = data0;
			3'b001: mux8f = data1;
			3'b010: mux8f = data2;
			3'b011: mux8f = data3;
			3'b100: mux8f = data4;
			3'b101: mux8f = data5;
			3'b110: mux8f = data6;
			3'b111: mux8f = data7;
		endcase
		end
	endfunction
endmodule
module mux16	#(parameter WIDTH = 32)  
				(input		[WIDTH-1:0]	data0,data1,data2,data3,data4,data5,data6,data7,data8,data9,dataa,datab,datac,datad,datae,dataf,
				input			[3:0]			seldata,
				output 	[WIDTH-1:0]	outdata);
	assign outdata = mux16f(data0,data1,data2,data3,data4,data5,data6,data7,data8,data9,dataa,datab,datac,datad,datae,dataf,seldata);
	function [31:0]mux16f;
		input [31:0]data0;
		input [31:0]data1;
		input [31:0]data2;
		input [31:0]data3;
		input [31:0]data4;
		input [31:0]data5;
		input [31:0]data6;
		input [31:0]data7;
		input [31:0]data8;
		input [31:0]data9;
		input [31:0]dataa;
		input [31:0]datab;
		input [31:0]datac;
		input [31:0]datad;
		input [31:0]datae;
		input [31:0]dataf;
		input	[3:0]	seldata;
		begin
		case (seldata)
			4'b0000: mux16f = data0;
			4'b0001: mux16f = data1;
			4'b0010: mux16f = data2;
			4'b0011: mux16f = data3;
			4'b0100: mux16f = data4;
			4'b0101: mux16f = data5;
			4'b0110: mux16f = data6;
			4'b0111: mux16f = data7;
			4'b1000: mux16f = data8;
			4'b1001: mux16f = data9;
			4'b1010: mux16f = dataa;
			4'b1011: mux16f = datab;
			4'b1100: mux16f = datac;
			4'b1101: mux16f = datad;
			4'b1110: mux16f = datae;
			4'b1111: mux16f = dataf;
		endcase
		end
	endfunction
endmodule
==> flow/run.sh <==
#!/bin/bash
# OpenROAD 26Q1-2900-gdf79404cd8, Yosys 0.63+post, stock flow scripts
make -C /OpenROAD-flow-scripts/flow DESIGN_CONFIG=/design/flow/config.mk WORK_HOME=/design/flow/orfs finish
==> flow/config.mk <==
export PLATFORM = sky130hd
export DESIGN_NAME = aluplus
export DESIGN_NICKNAME = aluplus
export VERILOG_FILES = /design/flow/design.v
export SDC_FILE = /design/flow/constraint.sdc
export NUM_CORES = 4
export LEC_CHECK = 1
export CORE_AREA = 10 10 95 95
export DIE_AREA = 0 0 105 105
==> flow/constraint.sdc <==
current_design aluplus

set clk_period 18.8
set clk_io_pct 0.2

create_clock -name clk0 -period $clk_period

set non_clock_inputs [all_inputs -no_clocks]
set_input_delay [expr $clk_period * $clk_io_pct] -clock clk0 $non_clock_inputs
set_output_delay [expr $clk_period * $clk_io_pct] -clock clk0 [all_outputs]
==> metrics.yaml <==
status:
  outcome: "finished clean"
synthesis:
  netlist_cell_types: 50
  synth_warnings: 0
  synth_area_leader_cell: "ha_1"
  synth_stat.cells: 241
  synth.cell_area_sq_um: 1744
  seq_area_frac_synth_pct: 0
  area_leaders: "ha_1, a21oi_1, a21o_1"
  synth.yosys.chip_area_sq_um: 1744
  syn_avg_cell_area_sq_um: 7.237
  post_synth_inst_count: 241
  top_cell_area_share_pct: 22.24
grt:
  use_met2_pct: 16.01
  grt_max_degree: 11
  grt_util_met3_pct: 1.925
  grt.busiest_layer: "met2"
  track_usage_pct: 10.02
  wire_length_of_the_first_global_routing_pass_microns: 9666
  grt_pass1_vias: 2100
  gr-total-overflow: 0
  number_of_antenna_violations_at_the_first_check_in_global_routing: 0
  gr-usage-met1_pct: 14.41
route:
  drcViolationCount: 0
  vias: 2092
  drt_iter0_drc: 87
  detail_route.vias_per_cell: 4.957
  post_drt_wl_per_cell_microns: 13.82
  diodes: 0
  ant_nets: 0
  first_pass_iters: 4
  postRouteWirelength_microns: 5832
final_layout:
  layout.cells.most_common: "clkdlybuf4s50_1"
  clock_buffers: 0
  ff_latch_area_sq_um: 0
  flops: 0
  area.growth.synth_to_final_pct: 59.47
  drive_above_1_share_pct: 3.067
  most_frequent_cells_in_the_layout: "clkdlybuf4s50_1, ha_1, a21oi_1"
final_timing:
  headroom_to_the_max_slew_limit_pct: 63.20
  hold-worst-slack_ns: 8.551
  rsz0062_at_grt: "false"
  timing.setup.tns_ns: 0
  final.period_utilization_pct: 55.84
  slew_violations: 0
  final.min_clock_period_ns: 10.50
  maxClockFrequency_mhz: 95.26
  tightest_slew_ns: 0.5381
  timing.final.setup_violations: 0
  hold_viol_final: 0
job:
  drv.max_cap_violation_count: 0
  warnings: 32
cts:
  cts-resized-gates: 0
  post_cts.repair.setup_buffers: 0
  ctsHoldBuffers: 0
die:
  floorplan.die.width_microns: 105
  rows: 30
  top_level_i_o_count: 96
  fp.dieArea_sq_um: 11030
  core_area_sq_um: 6907
  floorplan.initialDensity_pct: 25.25
  die_y_microns: 105
power_and_ir_drop:
  total_leakage_power_uw: 0.001176
  power_density_nw_per_um2: 36.98
  irDropWorstVdd_v: 0.00001766
critical_path:
  crit_path_start_kind: "primary input"
  critPathKind: "in2out"
  cp.arrival_ns: 6.74
  cp_data_required_time_ns: 15.04
  critical_path.max_fanout: 4
  critPathCaptureType: "primary output"
place:
  dp_hpwl_microns: 5163
  gp_congestion: 0.8576
  buffer_ports.inserted: 96
min_path:
  worstHoldPathType: "in2out"
-- worst paths after layout --
check / cells after the start / startpoint / end / slack (ns)
setup / recovery: 11 / a[0] / result[26] / 8.30
hold / removal: 3 / b[0] / result[0] / 8.55
-- cells by family (layout without fill, tap and decap cells) --
kind of cell               after synthesis  count (layout)  synth area share (%)
AOI/OAI and AO/OA                       97              97                 39.31
xor gates and xnor gates                28              28                 14.06
adders and majority gates               32              32                 23.39
buffers and inverters                   17             102                 3.802
muxes                                    2               2                 1.148
and+or+nand+nor                         65              65                 18.29
-- synthesized netlist by cell type (4+ instances only) --
master and instances:
ha_1 31, nand4_1 8, nor2_1 12, nand2_1 18, o21bai_1 4, xor2_1 15, a21oi_1 29, inv_1 6
nand3_1 10, xnor2_1 13, a21o_1 19, clkbuf_1 8, o21ai_0 13, nor3_1 4
-- layout make-up --
class	instances	area [sq um]
Multi-Input combinational cell	224	1678
Fill cell	723	4125
Tap cell	96	120.1
Timing Repair Buffer	96	960.9
Inverter	6	22.52
-- power by group --
group | internal [uW] | total (uW) | leakage, uW | switching [uW]
Clock | 0 | 0 | 0 | 0
Sequential | 0 | 0 | 0 | 0
Combinational | 61.9 | 103 | 0.00118 | 40.9
-- per-layer routing --
metal | wire length, microns | part of all wire, %
met1 | 2902 | 50
met2 | 2587 | 44
met3 | 341 | 5.8
met4 | 0 | 0
met5 | 0 | 0
-- critical path, cell delays in order --
cell and delay (ns):
clkdlybuf4s50_1 0.40, ha_1 0.24, fa_1 0.41, a21o_1 0.22
a31o_2 0.28, nand3_1 0.09, o221ai_1 0.25, a311oi_1 0.34
o21bai_1 0.11, xor2_1 0.13, clkdlybuf4s50_1 0.50
-- per-stage QoR --
step	instance area [sq um]	power, uW	utilization, %	std cells	setup slack [ns]
after floorplan	1744	49.41	-	241	9.455
after global placement	2781	104.2	40.27	422	8.366
after detailed placement	2781	103.7	40.27	422	8.286
after CTS	2781	104.7	40.27	422	8.273
after global routing	2781	114.8	40.27	422	8.124
final	2781	102.9	40.27	422	8.303
Power figures rest on the tool's default switching activity, not on a simulated workload.
